### /design/flow/run.sh
#!/bin/bash
# OpenROAD 26Q1-2900-gdf79404cd8, Yosys 0.63+post, stock flow scripts
make -C /OpenROAD-flow-scripts/flow DESIGN_CONFIG=/design/flow/config.mk WORK_HOME=/design/flow/orfs finish
### /design/flow/config.mk
export PLATFORM = sky130hd
export DESIGN_NAME = fpga_top
export DESIGN_NICKNAME = fpga_top
export VERILOG_FILES = /design/flow/design.v
export SDC_FILE = /design/flow/constraint.sdc
export NUM_CORES = 4
export LEC_CHECK = 1
export CORE_UTILIZATION = 50
### /design/flow/constraint.sdc
current_design fpga_top

set clk_period 3.5
set clk_io_pct 0.2

create_clock -name clk0 -period $clk_period [get_ports {CLOCK_50}]

set non_clock_inputs [all_inputs -no_clocks]
set_input_delay [expr $clk_period * $clk_io_pct] -clock clk0 $non_clock_inputs
set_output_delay [expr $clk_period * $clk_io_pct] -clock clk0 [all_outputs]
### /design/flow/design.v
module cocochip_classifier (
    input  logic        clk,             
    input  logic        reset_n,         
    input  logic        start,           
    input  logic [7:0]  adc_data,        
    input  logic        adc_data_valid,  
    output logic [1:0]  adc_channel_sel,  
    output logic [2:0]  ledr             
);
    logic [7:0] adc_data_sync;
    logic adc_data_valid_sync;
    always_ff @(posedge clk or negedge reset_n) begin
        if (!reset_n) begin
            adc_data_sync <= 8'b0;
            adc_data_valid_sync <= 1'b0;
        end else begin
            adc_data_sync <= adc_data;
            adc_data_valid_sync <= adc_data_valid;
        end
    end
    logic [7:0] peak_high, peak_mid, peak_low;
    logic [1:0] current_channel;
    logic sampling_done;
    typedef enum logic [1:0] {
        IDLE,
        SAMPLING,
        CLASSIFY,
        DISPLAY
    } state_t;
    state_t current_state, next_state;
    always_ff @(posedge clk or negedge reset_n) begin
        if (!reset_n) begin
            current_state <= IDLE;
        end else begin
            current_state <= next_state;
        end
    end
    always_comb begin
        case (current_state)
            IDLE:     next_state = start ? SAMPLING : IDLE;
            SAMPLING: next_state = (current_channel == 2'b10 && adc_data_valid_sync) ? CLASSIFY : SAMPLING;
            CLASSIFY: next_state = DISPLAY;
            DISPLAY:  next_state = IDLE;
            default:  next_state = IDLE;
        endcase
    end
    always_ff @(posedge clk or negedge reset_n) begin
        if (!reset_n) begin
            peak_high <= 8'b0;
            peak_mid <= 8'b0;
            peak_low <= 8'b0;
            current_channel <= 2'b00;
            adc_channel_sel <= 2'b00;
            sampling_done <= 1'b0;
        end else begin
            case (current_state)
                IDLE: begin
                    current_channel <= 2'b00;
                    adc_channel_sel <= 2'b00;
                    sampling_done <= 1'b0;
                end
                SAMPLING: begin
                    if (adc_data_valid_sync) begin
                        case (current_channel)
                            2'b00: peak_high <= adc_data_sync;
                            2'b01: peak_mid <= adc_data_sync;
                            2'b10: peak_low <= adc_data_sync;
                        endcase
                        if (current_channel == 2'b10) begin
                            sampling_done <= 1'b1;
                            current_channel <= 2'b00;
                        end else begin
                            current_channel <= current_channel + 1;
                        end
                        adc_channel_sel <= current_channel + 1;
                    end
                end
                default: ;
            endcase
        end
    end
    always_ff @(posedge clk or negedge reset_n) begin
        if (!reset_n) begin
            ledr <= 3'b000;
        end else begin
            case (current_state)
                CLASSIFY: begin
                    if ((peak_high >= peak_mid) && (peak_high >= peak_low)) begin
                        ledr <= 3'b001;
                    end else if ((peak_mid >= peak_high) && (peak_mid >= peak_low)) begin
                        ledr <= 3'b010;
                    end else begin
                        ledr <= 3'b100;
                    end
                end
                IDLE: begin
                    ledr <= 3'b000;
                end
                default: ;
            endcase
        end
    end
endmodule
module debouncer (
    input  logic clk,            
    input  logic reset_n,        
    input  logic button_in,      
    output logic button_out      
);
    localparam DEBOUNCE_COUNT = 1000;   
    logic [9:0] counter;
    logic button_sync;
    always_ff @(posedge clk or negedge reset_n) begin
        if (!reset_n) begin
            button_sync <= 1'b1;
        end else begin
            button_sync <= button_in;
        end
    end
    always_ff @(posedge clk or negedge reset_n) begin
        if (!reset_n) begin
            counter <= 10'b0;
            button_out <= 1'b1;
        end else begin
            if (button_sync != button_out) begin
                if (counter == DEBOUNCE_COUNT) begin
                    button_out <= button_sync;
                    counter <= 10'b0;
                end else begin
                    counter <= counter + 1;
                end
            end else begin
                counter <= 10'b0;
            end
        end
    end
endmodule
module fpga_top (
    input  logic        CLOCK_50,        
    input  logic [2:0]  KEY,             
    input  logic [7:0]  SW,              
    output logic [9:0]  LEDR             
);
    logic reset_n;
    logic start;
    logic adc_data_valid;
    logic [1:0] adc_channel_sel;
    logic key0_debounced, key1_debounced, key2_debounced;
    logic key0_prev, key1_prev, key2_prev;
    logic reset_pulse, start_pulse, data_valid_pulse;
    debouncer debounce_key0 (
        .clk(CLOCK_50),
        .reset_n(1'b1),
        .button_in(KEY[0]),
        .button_out(key0_debounced)
    );
    debouncer debounce_key1 (
        .clk(CLOCK_50),
        .reset_n(reset_n),
        .button_in(KEY[1]),
        .button_out(key1_debounced)
    );
    debouncer debounce_key2 (
        .clk(CLOCK_50),
        .reset_n(reset_n),
        .button_in(KEY[2]),
        .button_out(key2_debounced)
    );
    always_ff @(posedge CLOCK_50) begin
        key0_prev <= key0_debounced;
    end
    assign reset_pulse = !key0_prev && key0_debounced;
    logic reset_n_reg;
    always_ff @(posedge CLOCK_50) begin
        if (reset_pulse) begin
            reset_n_reg <= 1'b0;   
        end else begin
            reset_n_reg <= 1'b1;   
        end
    end
    assign reset_n = reset_n_reg;
    always_ff @(posedge CLOCK_50 or negedge reset_n) begin
        if (!reset_n) begin
            key1_prev <= 1'b1;
        end else begin
            key1_prev <= key1_debounced;
        end
    end
    assign start_pulse = key1_prev && !key1_debounced;
    logic start_latched;
    always_ff @(posedge CLOCK_50 or negedge reset_n) begin
        if (!reset_n) begin
            start_latched <= 1'b0;
        end else if (start_pulse) begin
            start_latched <= 1'b1;
        end else begin
            start_latched <= 1'b0;
        end
    end
    always_ff @(posedge CLOCK_50 or negedge reset_n) begin
        if (!reset_n) begin
            key2_prev <= 1'b1;
        end else begin
            key2_prev <= key2_debounced;
        end
    end
    assign data_valid_pulse = key2_prev && !key2_debounced;
    logic data_valid_latched;
    always_ff @(posedge CLOCK_50 or negedge reset_n) begin
        if (!reset_n) begin
            data_valid_latched <= 1'b0;
        end else if (data_valid_pulse) begin
            data_valid_latched <= 1'b1;
        end else begin
            data_valid_latched <= 1'b0;
        end
    end
    logic [2:0] classification_result;
    logic [2:0] classification_held;
    cocochip_classifier classifier (
        .clk(CLOCK_50),
        .reset_n(reset_n),
        .start(start_latched),
        .adc_data(SW[7:0]),
        .adc_data_valid(data_valid_latched),
        .adc_channel_sel(adc_channel_sel),
        .ledr(classification_result)
    );
    always_ff @(posedge CLOCK_50 or negedge reset_n) begin
        if (!reset_n) begin
            classification_held <= 3'b000;
        end else if (classification_result != 3'b000) begin
            classification_held <= classification_result;
        end
    end
    always_comb begin
        LEDR = 10'b0000000000;
        if (reset_n) begin
            LEDR[9:8] = adc_channel_sel;  
            LEDR[2:0] = classification_held;
        end
    end
endmodule
==> results.toml <==
# synthesis and place-and-route metrics
[place]
place.gp.congestion = 0.811
portBuffers = 16
pre_cts_slack_ns = 1.56
hpwl_mm = 4.26
dp_cells = 476
postPlaceCellArea_mm2 = 0.00436

[pwr]
pwr-share-comb_pct = 6.5
ir_drop_v = 0.000276
p_sw_mw = 0.453
clockPowerShare_pct = 38.7
finalPower_mw = 2.02
static-leakage-power_nw = 2.09
p_int_mw = 1.57
switching_share_pct = 22.4
powerDensity_mw_per_mm2 = 441
p_seq_share_pct = 54.7

[timing]
fin_ws_ns = 1.22
final-max-slew-violation-count = 0
finalClockSkew_ns = 0.0115
relSlewSlack_pct = 59.5
timing.hold.ws_ns = 0.166
fin_crit_ns = 2.28
period_used_pct = 65.0
timing.fmax_mhz = 439
finalSetupViolCount = 0
tightest_slew_ns = 0.607
rsz0062_at_grt = "no"
setup_tns_ns = 0
finalHoldViolCount = 0

[clocking]
clock_latency_ns = 0.35
cts_tree = "yes"
path_clk_slew_ns = 0.09
postCtsHoldBufs = 0
cts_resized = 0
cts_buffers = 9
cts_max_level = 3
cts_setup_buffers = 0
clk_path_buf_depth = 2
cts-root-buf = "clkbuf_8"
cts.sink_count = 89

[worst_setup_path]
rr_startpoint = "classifier.peak_low[2]$_DFFE_PN0P_"
startpoint = "reset_n_reg$_DFF_P_"
cp_max_fo = 33
startpoint_type = "flip-flop"
cp.arrival_ns = 1.58
setup.worst_path.end_class = "primary output"
rr_worst_depth = 7
worst-setup-path-type = "flip-flop to primary output"
cp_data_required_time_ns = 2.80

[worst_hold_path]
worst_hold_path_type = "flip-flop to asynchronous set/reset pin"

[synth]
synth_area_per_cell_um2 = 11.4
syn_inst = 360
yosys_area_mm2 = 0.00409
netlist_area_mm2 = 0.00409
yosysWarnings = 3
ys_sh_xor_pct = 5.78
synthMuxAreaShare_pct = 8.14
ys_sh_aoi_pct = 5.45
ys.flops = 89
synth_top_area_share_pct = 41.6
simple_gate_share_pct = 13.5
ys_top_logic_family = "simple AND/OR/NAND/NOR gates"
topCellsByArea = "dfrtp_1 (42%), ha_1 (10%), mux2_2 (7.2%), dfxtp_1 (6.4%), dfstp_2 (4.5%)"
largest_area_cell = "dfrtp_1"
synth.distinct_cells = 42
ys_seq_share_pct = 53.2
ys_sh_adder_pct = 10.1
ys_cells = 360

[cells_and_area]
drive_gt1_share_pct = 15.6
fin_area_mm2 = 0.00458
syn_to_final_growth_pct = 12.1
reg_top3 = "debounce_key0.counter (10), debounce_key1.counter (10), debounce_key2.counter (10)"
stdcell_count = 492
postLayoutCoreUtil_pct = 58.7

[drt]
firstDrtPassIters = 4
routed_wl_mm = 6.16
vias_per_cell = 4.97
drt_iter0_drc = 102
postRouteAntennaNets = 0
route.vias.total = 2445
routedWlPerCell_um = 12.5
drcViolationCount = 0
diodes = 0

[floorplan]
chipWidth_um = 92.4
ioPinCount = 22
initCoreUtil_pct = 52.4
die_h_um = 92.4
dieArea_mm2 = 0.00854
row_count = 32
coreArea_mm2 = 0.00781

[global_route]
grt_pass1_wl_mm = 11.0
grt_pass1_vias = 2396
grt_start_max_net_pins = 49
antenna_found_initial = 0
gr-usage-all-layers_pct = 16.9
grt_overflow = 0

[flow_run]
cap_violations = 0
log.warning_count = 30

[status]
status = "finished, final reports clean"
==> kinds of logic after synthesis <==
| logic type | Yosys count |
|---|---|
| and+or+nand+nor | 114 |
| DFF | 89 |
| buffers and inverters | 35 |
| adders and majority gates | 33 |
| AOI/OAI and AO/OA | 32 |
| muxes | 29 |
| xor gates and xnor gates | 27 |
| other | 1 |
==> cell usage in the layout, fill, tap and decap left out, drive strengths merged, types with 13 or more instances in the layout <==
cell and count:
xor2 15, inv 29, nor2 41, dfrtp 68, mux2 28, nand2 24, nand3 17, dfxtp 13
clkdlybuf4s50 16, ha 33
==> cells in the mapped netlist, drive strengths merged <==
cell type  number
dfrtp          68
nor2           41
ha             33
inv            28
mux2           28
nand2          24
nand3          17
xor2           15
dfxtp          13
xnor2          12
and3            8
a21oi           7
buf             7
dfstp           7
nand4           6
a21o            5
and2            5
nor2b           5
o21ai           5
a22o            4
nor4            4
a211oi          3
nor3            3
o21a            2
a21bo           1
a221o           1
a22oi           1
a31o            1
a32oi           1
conb            1
edfxtp          1
mux2i           1
nand2b          1
o211ai          1
==> worst max-delay path, cell delays in order, from the launching register on <==
cell and delay (ns):
dfxtp_4 0.59, and2_1 0.19, clkdlybuf4s50_1 0.45
==> power groups by stage <==
| stage | sequential [mW] | clock (mW) | combinational [mW] |
|---|---|---|---|
| final | 1.10 | 0.782 | 0.132 |
| after CTS | 1.11 | 0.815 | 0.135 |
| after global routing | 1.11 | 0.856 | 0.155 |
==> metal layers <==
| metal | up-vias | part of all wire, % | wire length [um] | track usage [%] |
|---|---|---|---|---|
| met5 | - | 0 | 0 | 0 |
| met4 | 0 | 1.7 | 107 | 2.21 |
| met3 | 10 | 2.3 | 143 | 3.09 |
| met2 | 27 | 44 | 2730 | 25.2 |
| met1 | 1151 | 52 | 3190 | 28.1 |
| li1 | 1257 | - | - | - |
==> path summary, 6_finish.rpt <==
kind                       slack (ns)                                       end
setup reg to reg                 1.75            classifier.ledr[0]$_DFFE_PN0P_
hold / removal                   0.17        classification_held[0]$_DFFE_PN0P_
hold reg to reg                  0.17        classification_held[0]$_DFFE_PN0P_
setup / recovery                 1.22                                   LEDR[8]
max in group asynchronous        2.41        debounce_key2.counter[4]$_DFF_PN0_
min in group clk0                0.36  classifier.adc_data_valid_sync$_DFF_PN0_
==> area by class of cell <==
class / instances / area [um^2]
Clock inverter: 5 / 86.3
Timing Repair Buffer: 17 / 168
Clock buffer: 11 / 141
Sequential cell: 89 / 2180
Fill cell: 660 / 3220
Tap cell: 102 / 128
Multi-Input combinational cell: 240 / 1780
Inverter: 28 / 105
No activity file was given, so power comes from the tool's default toggle rates.
